==> ./design.v <==
`timescale 1ns / 1ps
module LCD(input CLK,
    output reg [3:0] data,
    output reg RS, EN);
parameter Length=43;
reg [30:0]counter;                                       
integer pointer;                                         
reg count;             
wire [9:0]memory[0:Length-1];                  
assign	 memory[0]={2'b00,8'h28};
assign	 memory[2]={2'b00,8'h0E};
assign	 memory[1]={2'b00,8'h06}; 
assign	 memory[3]={2'b00,8'h01};
assign	 memory[18]={2'b10," "};
assign	 memory[19]={2'b00,8'h1C}; 
assign	 memory[20]={2'b10,"W"};
assign	 memory[21]={2'b10,"E"};
assign	 memory[22]={2'b10,"L"};
assign	 memory[23]={2'b10,"C"};
assign	 memory[24]={2'b10,"O"};
assign	 memory[25]={2'b10,"M"};
assign	 memory[26]={2'b10,"E"};
assign	 memory[27]={2'b10," "};
assign	 memory[28]={2'b10,"T"};
assign	 memory[29]={2'b10,"O"};
assign	 memory[30]={2'b00,8'h40};
assign	 memory[31]={2'b10," "};
assign	 memory[32]={2'b00,8'h1C};                              
assign	 memory[33]={2'b10,"N"};
assign	 memory[34]={2'b10,"U"};
assign	 memory[35]={2'b10,"M"};
assign	 memory[36]={2'b10,"A"};
assign	 memory[37]={2'b10,"T"};
assign	 memory[38]={2'b10,"O"};
assign	 memory[39]={2'b10," "};
assign	 memory[40]={2'b10,"L"};
assign	 memory[41]={2'b10,"A"};
assign	 memory[42]={2'b10,"B"};
always @(posedge CLK)
 begin
     counter=counter+1'b1;
     if(pointer==Length+1)                                  
	    EN = 'b0;
	  else
	    EN=counter[15];                                          	  
 end                                                        
always @(negedge EN)                                         
  begin
     RS=memory[pointer][9];                                 
   if (!count)
	  begin
	    data=memory[pointer][7:4];
		 count=count+1'b1;
	  end
	else
	   begin
		  data=memory[pointer][3:0];
		  pointer=pointer+1;
		  count=count+1'b1;
      end                                     
  end                                                      	  
endmodule 
==> ./run.sh <==
#!/bin/bash
# OpenROAD 26Q1-2900-gdf79404cd8, Yosys 0.63+post, stock flow scripts
make -C /OpenROAD-flow-scripts/flow DESIGN_CONFIG=/design/flow/config.mk WORK_HOME=/design/flow/orfs finish
==> ./config.mk <==
export PLATFORM = sky130hd
export DESIGN_NAME = LCD
export DESIGN_NICKNAME = LCD
export VERILOG_FILES = /design/flow/design.v
export SDC_FILE = /design/flow/constraint.sdc
export NUM_CORES = 4
export LEC_CHECK = 1
export CORE_UTILIZATION = 50
==> ./constraint.sdc <==
current_design LCD

set clk_period 2.7
set clk_io_pct 0.2

create_clock -name clk0 -period $clk_period [get_ports {CLK}]

set non_clock_inputs [all_inputs -no_clocks]
set_input_delay [expr $clk_period * $clk_io_pct] -clock clk0 $non_clock_inputs
set_output_delay [expr $clk_period * $clk_io_pct] -clock clk0 [all_outputs]
==> flow_summary.toml <==
# generated from flow reports
[status]
status = "finished, final reports clean"

[worst_setup_path]
critical_path_class = "flop to flop"
crit_buf_inv = 0
crit_required_ps = 2890
cp-start-kind = "flop"
cp_data_arrival_time_ps = 1750
cp_cell_sequence = "and4_1 -> nand4_1 -> nor3_1 -> xor2_1 -> o41a_1"
r2r-start = "counter[6]"
slowest_delay_ps = 390
worst-path-max-fanout = 5
crit_family = "simple AND/OR/NAND/NOR gates"
critPathCaptureType = "flop"
cp_slowest_cell = "dfxtp_1"
worstSetupStartpoint = "counter[6]"

[timing]
fin_setup_tns_ps = 0
unclocked_pins = 38
max_freq_mhz = 638
finalSetupViolations = 0
worst_pin_slew_ps = 830
slew_violations = 0
relSlewSlack = 0.446
finalClockSkew_ps = 1.64
untimed_endpoints = 75
period_needed_ps = 1570
hold_viol = 0
finalClockPeriodUsage = 0.580
rsz0062_at_grt = "false"

[placed_design]
placed_cell_area_sq_um = 3000
dpl.hpwl_microns = 3520
io_buffers = 6
gp_congestion = 0.868

[clocking]
cts.root.buffer_cell = "clkbuf_8"
hold_buffers = 0
cts_buffers = 3
cts_tree = "built"
cts_buffer_depth = 2
clkTransAtPathRegs_ps = 60
post_cts_buffers = 0
clock_latency_ps = 240
cts_resized = 0
htree_levels = 1

[global_route]
grt_usage = 0.177
grt_pass1_vias = 1787
grt_pass1_wl_microns = 8420
grt_max_degree = 39
antenna_found_initial = 0
grt_overflow = 0

[yosys]
synthCells = 273
yosysCellCount = 273
synth_top_area_share = 0.329
ys_ff = 55
syn_area_sq_um = 2920
area_leaders = "edfxtp_1 33%, dfxtp_1 16%, xnor2_1 10%"
yosys_warnings = 141
largest_area_cell = "edfxtp_1"
avgSynthCellArea_sq_um = 10.7
ys_seq_frac = 0.487
synthDistinctLibCells = 56
ff_type = "edfxtp_1"
synth-edff-count = 32
ys_async_sr_fraction = 0
ys_area_sq_um = 2920

[cells_and_area]
syn_to_final_growth_pct = 4.41
postLayoutCellArea_sq_um = 3050
drive_gt1_frac = 0.0406

[power_and_ir_drop]
ir_drop_v = 0.000212
power_density_nw_per_um2 = 141
leakagePower_nw = 1.06

[job]
cap_viol_max_count = 0
warnings = 28

[floorplanning]
io_pins = 7
core_sq_um = 5570
dieArea_sq_um = 6150
die_w_microns = 78.4
die_height_microns = 78.4
rows = 27
initial_core_util = 0.524

[routing]
drt-total-wl_microns = 4910
routed.top_layer = "met4"
vias_per_cell = 5.69
dr_wl_met3_microns = 194
ant_nets = 0
wire_per_inst_microns = 14.3
dr.pass1.iters = 4
via_count = 1952
drt_iter0_drc = 86
drc = 0
wl_met2_microns = 2040
drt-met1-wl_microns = 2660
antennaDiodeCount = 0

[hold_path]
hold_path.class = "flop to flop"
min-delay-start = "counter[0]"
## path summary, 6_finish.rpt
check / end / slack [ps] / cells past startpoint
worst max-delay path: EN / 1130 / 5
worst min-delay path: counter[0] / 400 / 1
worst max register to register: EN / 1130 / 5
worst min register to register: counter[0] / 400 / 1
## layout by cell type, fill, tap and decap left out, drive strengths merged, types with 5 or more instances in the layout
cell type      synthesis  routed
nand3                 26      26
edfxtp                32      32
dfxtp                 23      23
nand4                 11      11
o211ai                 5       5
xnor2                 35      35
inv                    6       6
nor4                   7       7
xor2                  10      10
nor2b                  6       6
clkdlybuf4s50          0       6
ha                     5       5
nor3                   5       5
nand2                 17      17
nor2                  10      10
and3                  11      11
## area by class of cell
type / instances / area, sq um
flip-flops and latches: 55 / 1420
well taps: 72 / 90.1
fillers: 504 / 2520
clock buffers: 4 / 45.0
inverters: 6 / 22.5
repair buffers: 8 / 75.1
multi-input cells: 198 / 1400
## synth_stat cells (3+ instances only)
| library cell | n |
|---|---|
| a21oi_1 | 4 |
| and3_1 | 11 |
| and4_1 | 3 |
| buf_2 | 5 |
| clkbuf_1 | 5 |
| dfxtp_1 | 23 |
| edfxtp_1 | 32 |
| ha_1 | 5 |
| inv_1 | 6 |
| nand2_1 | 17 |
| nand3_1 | 26 |
| nand3b_1 | 4 |
| nand4_1 | 11 |
| nor2_1 | 10 |
| nor2b_1 | 5 |
| nor3_1 | 4 |
| nor4_1 | 5 |
| o211ai_1 | 5 |
| xnor2_1 | 35 |
| xor2_1 | 10 |
## cell families after synthesis
group | after synthesis | share of synthesized area
AND/OR/NAND/NOR | 119 | 0.245
AND-OR/OR-AND | 27 | 0.0694
buffers and inverters | 20 | 0.0356
flip-flops | 55 | 0.487
adder cells (fa/ha/maj) | 5 | 0.0214
XOR/XNOR | 45 | 0.135
multiplexers | 2 | 0.00686
## sequential cells by signal, indices dropped and copies added (netlist names)
name     count
counter     16
RS           1
EN           1
data         4
count        1
pointer     32
## per-stage QoR
stage	utilization	power [mW]	cells	hold slack, ps	worst slack (ps)
after detailed placement	0.539	0.256	339	384	1170
after global routing	0.547	0.450	343	406	1010
final	0.547	0.430	343	397	1130
after global placement	0.539	0.256	339	376	1230
after floorplan	-	0.256	273	366	1260
after CTS	0.547	0.436	343	401	1130
## where the power goes
group / internal (mW) / switching (mW) / total [mW]
combinational: 0 / 0 / 0.000000483
sequential: 0.251 / 0 / 0.251
clock: 0.104 / 0.0752 / 0.180
total: 0.355 / 0.0752 / 0.430
## layer usage
metal,GRT usage,up-vias
met5,0,-
met4,0.00926,0
met3,0.0224,2
met2,0.247,41
met1,0.328,915
li1,-,994
No activity file was given, so power comes from the tool's default toggle rates.
